File: flow/run.sh
#!/bin/bash
# OpenROAD 26Q1-2900-gdf79404cd8, Yosys 0.63+post, stock flow scripts
make -C /OpenROAD-flow-scripts/flow DESIGN_CONFIG=/design/flow/config.mk WORK_HOME=/design/flow/orfs finish
File: flow/config.mk
export PLATFORM = sky130hd
export DESIGN_NAME = Sbox_r
export DESIGN_NICKNAME = Sbox_r
export VERILOG_FILES = /design/flow/design.v
export SDC_FILE = /design/flow/constraint.sdc
export NUM_CORES = 4
export LEC_CHECK = 1
export CORE_UTILIZATION = 50
File: flow/constraint.sdc
current_design Sbox_r

set clk_period 11.3
set clk_io_pct 0.2

create_clock -name clk0 -period $clk_period [get_ports {CLK}]

set non_clock_inputs [all_inputs -no_clocks]
set_input_delay [expr $clk_period * $clk_io_pct] -clock clk0 $non_clock_inputs
set_output_delay [expr $clk_period * $clk_io_pct] -clock clk0 [all_outputs]
File: flow/design.v
module GF_SQ_2 ( A, Q );
    input  [1:0] A;
    output [1:0] Q;
    assign Q = { A[0], A[1] };
endmodule
module GF_SCLW_2 ( A, Q );
    input  [1:0] A;
    output [1:0] Q;
    assign Q = { (A[1] ^ A[0]), A[1] };
endmodule
module GF_SCLW2_2 ( A, Q );
    input  [1:0] A;
    output [1:0] Q;
    assign Q = { A[0], (A[1] ^ A[0]) };
endmodule
module GF_MULS_2 ( A, ab, B, cd, Q );
    input  [1:0] A;
    input  ab;
    input  [1:0] B;
    input  cd;
    output [1:0] Q;
    wire   abcd, p, q;
    assign abcd = ~(ab & cd);   
    assign p = (~(A[1] & B[1])) ^ abcd;
    assign q = (~(A[0] & B[0])) ^ abcd;
    assign Q = { p, q };
endmodule
module GF_MULS_SCL_2 ( A, ab, B, cd, Q );
    input  [1:0] A;
    input  ab;
    input  [1:0] B;
    input  cd;
    output [1:0] Q;
    wire   t, p, q;
    assign t = ~(A[0] & B[0]);   
    assign p = (~(ab & cd)) ^ t;
    assign q = (~(A[1] & B[1])) ^ t;
    assign Q = { p, q };
endmodule
module GF_INV_4 ( A, Q );
    input  [3:0] A;
    output [3:0] Q;
    wire   [1:0] a, b, c, d, p, q;
    wire   sa, sb, sd;    
    assign a = A[3:2];
    assign b = A[1:0];
    assign sa = a[1] ^ a[0];
    assign sb = b[1] ^ b[0];
    assign c = {    
      ~(a[1] | b[1]) ^ (~(sa & sb)) ,
      ~(sa | sb) ^ (~(a[0] & b[0])) };
    GF_SQ_2 dinv( c, d);
    assign sd = d[1] ^ d[0];
    GF_MULS_2 pmul(d, sd, b, sb, p);
    GF_MULS_2 qmul(d, sd, a, sa, q);
    assign Q = { p, q };
endmodule
module GF_SQ_SCL_4 ( A, Q );
    input  [3:0] A;
    output [3:0] Q;
    wire   [1:0] a, b, ab2, b2, b2N2;
    assign a = A[3:2];
    assign b = A[1:0];
    GF_SQ_2 absq(a ^ b,ab2);
    GF_SQ_2 bsq(b,b2);
    GF_SCLW_2 bmulN2(b2,b2N2);
    assign Q = { ab2, b2N2 };
endmodule
module GF_MULS_4 ( A, a, Al, Ah, aa, B, b, Bl, Bh, bb, Q );
    input  [3:0] A;
    input  [1:0] a;
    input        Al;
    input        Ah;
    input        aa;
    input  [3:0] B;
    input  [1:0] b;
    input        Bl;
    input        Bh;
    input        bb;
    output [3:0] Q;
    wire   [1:0] ph, pl, ps, p;
    wire         t;
    GF_MULS_2 himul(A[3:2], Ah, B[3:2], Bh, ph);
    GF_MULS_2 lomul(A[1:0], Al, B[1:0], Bl, pl);
    GF_MULS_SCL_2 summul( a, aa, b, bb, p);
    assign Q = { (ph ^ p), (pl ^ p) };
endmodule
module GF_INV_8 ( A, Q );
    input  [7:0] A;
    output [7:0] Q;
    wire   [3:0] a, b, c, d, p, q;
    wire   [1:0] sa, sb, sd, t;    
    wire al, ah, aa, bl, bh, bb, dl, dh, dd;    
    wire c1, c2, c3;    
    assign a = A[7:4];
    assign b = A[3:0];
    assign sa = a[3:2] ^ a[1:0];
    assign sb = b[3:2] ^ b[1:0];
    assign al = a[1] ^ a[0];
    assign ah = a[3] ^ a[2];
    assign aa = sa[1] ^ sa[0];
    assign bl = b[1] ^ b[0];
    assign bh = b[3] ^ b[2];
    assign bb = sb[1] ^ sb[0];
    assign c1 = ~(ah & bh);
    assign c2 = ~(sa[0] & sb[0]);
    assign c3 = ~(aa & bb);
    assign c = {    
      (~(sa[0] | sb[0]) ^ (~(a[3] & b[3]))) ^ c1 ^ c3 ,
      (~(sa[1] | sb[1]) ^ (~(a[2] & b[2]))) ^ c1 ^ c2 ,
      (~(al | bl) ^ (~(a[1] & b[1]))) ^ c2 ^ c3 ,
      (~(a[0] | b[0]) ^ (~(al & bl))) ^ (~(sa[1] & sb[1])) ^ c2 };
    GF_INV_4 dinv( c, d);
    assign sd = d[3:2] ^ d[1:0];
    assign dl = d[1] ^ d[0];
    assign dh = d[3] ^ d[2];
    assign dd = sd[1] ^ sd[0];
    GF_MULS_4 pmul(d, sd, dl, dh, dd, b, sb, bl, bh, bb, p);
    GF_MULS_4 qmul(d, sd, dl, dh, dd, a, sa, al, ah, aa, q);
    assign Q = { p, q };
endmodule
module MUX21I ( A, B, s, Q );
    input        A;
    input        B;
    input        s;
    output       Q;
    assign Q = ~ ( s ? A : B );   
endmodule
module SELECT_NOT_8 ( A, B, s, Q );
    input  [7:0] A;
    input  [7:0] B;
    input        s;
    output [7:0] Q;
    MUX21I m7(A[7],B[7],s,Q[7]);
    MUX21I m6(A[6],B[6],s,Q[6]);
    MUX21I m5(A[5],B[5],s,Q[5]);
    MUX21I m4(A[4],B[4],s,Q[4]);
    MUX21I m3(A[3],B[3],s,Q[3]);
    MUX21I m2(A[2],B[2],s,Q[2]);
    MUX21I m1(A[1],B[1],s,Q[1]);
    MUX21I m0(A[0],B[0],s,Q[0]);
endmodule
module bSbox ( A, encrypt, Q );
    input  [7:0] A;
    input        encrypt;   
    output [7:0] Q;
    wire   [7:0] B, C, D, X, Y, Z;
    wire R1, R2, R3, R4, R5, R6, R7, R8, R9;
    wire T1, T2, T3, T4, T5, T6, T7, T8, T9, T10;
assign  R1  = A[7] ^ A[5] ;
assign  R2  = A[7] ~^ A[4] ;
assign  R3  = A[6] ^ A[0] ;
assign  R4  = A[5] ~^  R3  ;
assign  R5  = A[4] ^  R4  ;
assign  R6  = A[3] ^ A[0] ;
assign  R7  = A[2] ^  R1  ;
assign  R8  = A[1] ^  R3  ;
assign  R9  = A[3] ^  R8  ;
assign B[7] =  R7  ~^  R8  ;
assign B[6] =  R5  ;
assign B[5] = A[1] ^  R4  ;
assign B[4] =  R1  ~^  R3  ;
assign B[3] = A[1] ^  R2  ^  R6  ;
assign B[2] = ~ A[0] ;
assign B[1] =  R4  ;
assign B[0] = A[2] ~^  R9  ;
assign Y[7] =  R2  ;
assign Y[6] = A[4] ^  R8  ;
assign Y[5] = A[6] ^ A[4] ;
assign Y[4] =  R9  ;
assign Y[3] = A[6] ~^  R2  ;
assign Y[2] =  R7  ;
assign Y[1] = A[4] ^  R6  ;
assign Y[0] = A[1] ^  R5  ;
    SELECT_NOT_8 sel_in( B, Y, encrypt, Z );
    GF_INV_8 inv( Z, C );
assign  T1  = C[7] ^ C[3] ;
assign  T2  = C[6] ^ C[4] ;
assign  T3  = C[6] ^ C[0] ;
assign  T4  = C[5] ~^ C[3] ;
assign  T5  = C[5] ~^  T1  ;
assign  T6  = C[5] ~^ C[1] ;
assign  T7  = C[4] ~^  T6  ;
assign  T8  = C[2] ^  T4  ;
assign  T9  = C[1] ^  T2  ;
assign  T10  =  T3  ^  T5  ;
assign D[7] =  T4  ;
assign D[6] =  T1  ;
assign D[5] =  T3  ;
assign D[4] =  T5  ;
assign D[3] =  T2  ^  T5  ;
assign D[2] =  T3  ^  T8  ;
assign D[1] =  T7  ;
assign D[0] =  T9  ;
assign X[7] = C[4] ~^ C[1] ;
assign X[6] = C[1] ^  T10  ;
assign X[5] = C[2] ^  T10  ;
assign X[4] = C[6] ~^ C[1] ;
assign X[3] =  T8  ^  T9  ;
assign X[2] = C[7] ~^  T7  ;
assign X[1] =  T6  ;
assign X[0] = ~ C[2] ;
    SELECT_NOT_8 sel_out( D, X, encrypt, Q );
endmodule
module Sbox_r ( A, S, Si, CLK );
    input  [7:0] A;
    output [7:0] S;
    output [7:0] Si;
    input  CLK    ;
    reg    [7:0] S;
    reg    [7:0] Si;
    wire   [7:0] s;
    wire   [7:0] si;
    bSbox sbe(A,1,s);
    bSbox sbd(A,0,si);
    always @ (posedge CLK) begin
    S <= s;
    Si <= si;
    end
endmodule
==> CHANGELOG.md <==
### Changed

- Clock net sink count: 16
- Number of gates resized after cts: 0
- Seq/Total Area, Yosys: 0.08078
- Endpoint required time on the critical path: 11420 ps
- Floorplan utilization: 0.5158
- Hold path startpoint: S[6]
- Cell Chain, Critical Path: clkdlybuf4s50_1 > xnor3_2 > inv_1 > ha_1 > inv_1 > xnor2_1 > o211ai_1 > a21oi_1 > nor4_1 > or2_1 > xnor2_1 > nor3_2 > or4_4 > xnor2_2 > xor3_2 > xnor3_1
- Number of design rule violations left after detail routing: 0
- Final weighted congestion of routability-driven global placement: 0.8763
- Pins Over Slew Limit: 0
- Post-synthesis chip area from yosys: 3965 µm²
- Status: finished clean
- Min Tclk post-route: 7835 ps
- Final setup violation count: 0
- CTS root buffer: clkbuf_8
- Number of vias per cell after detailed routing: 6.134
- Buffers on Ports: 24
- Number of buffers on the longest clock path: 2
- Global-route wire length before repair: 16260 µm
- Worst VDD drop: 0.1965 mV
- Routed length per instance: 16.61 µm
- Area overhead of the layout relative to synthesis: 7.479%
- Registers, synthesis: 16
- Worst Max-Slew Pin Slew: 858.0 ps
- Antenna diode count: 0
- FMAX: 127.6 MHz
- Largest net degree at the start of global routing: 28
- Total routing usage reported by global routing: 0.2487
- Max-cap violations: 0
- Final wirelength: 9765 µm
- Chip width: 91.05 µm
- Dominant flop cell: dfxtp_1
- Die outline height: 91.05 µm
- PD cells: 410.6 nW/µm²
- Post-synth tally of flip-flops with integrated enable: 0
- Share of the clock period used by the worst path: 0.6933
- Number of antenna violations at the first check in global routing: 0
- Proportion of layout cells with a drive suffix above 1: 0.1214
- DRC violation total after the first TritonRoute iteration: 246
- Clock Pin Slew Worst Setup and Hold Paths: 60 ps
- HPWL after DPL: 7306 µm
- Critical path fanouts, max: 18
- Number of nets with antenna violations after routing: 0
- Tool warnings: 25
- Setup crit end kind: flop
- Cells in synth_stat.txt: 486
- H-Tree Depth: 1
- Longest individual stage delay on the worst path: 940 ps
- Hold-fix buffers, CTS: 0
- Standard-cell rows: 32
- TritonCTS clock tree: built
- Worst rel slew slack: 0.4252
- # Post-CTS Setup Buffers: 0
- Detailed-routing iteration count for the pre-antenna-repair pass: 6
- Summed instance area of the synthesized netlist: 3965 µm²
- Via Count: 3607
- Distinct cell type count of the synthesized netlist: 80
- Final total negative setup slack: 0 ps
- Fraction of synthesis flops using an asynchronous set or reset pin: 0
- Crit path kind: in2reg
- Area of the core: 7687 µm²
- Critical Path Source Type: input port
- Cell count after synthesis: 486
- LEAKAGE: 1.597 nW
- Data arrival time of the critical path: 7960 ps
- Hold path endpoint: S[6]
- Total grt overflow: 0
- Final Instance Area: 4262 µm²
- Mean Syn Cell Area: 8.159 µm²
- Class of the worst hold path: reg2out
- Num CTS Buffers: 3
- Post-placement cell area: 4207 µm²
- Worst Hold Depth: 1
- DIE AREA: 8290 µm²
- Synthesis Warnings: 3
- Number of top-level pins: 25
- Worst path slowest cell: clkdlybuf4s50_1
- Setup repair after global routing missed its margin: no
- Via count of the first global-routing pass: 3122
- Final tally of hold violations: 0
## how the worst max path moves through the flow
stage / start / end / slack (ps) / cells past startpoint
4_1_cts: A[5] / S[2] / 3520 / 16
5_1_grt: A[5] / S[2] / 3100 / 16
6_report: A[5] / S[2] / 3470 / 16
## registers in the layout, indices dropped and copies added, names as in the netlist
name and count:
S 8, Si 8
## per-layer routing
metal  GRT usage  wire, µm  share of wire
met5           0         0              0
met4     0.03836       153          0.016
met3     0.01956       544          0.056
met2      0.3819      4521           0.46
met1      0.3964      4545           0.47
## worst max-delay path: cells and delay by family
| family | cells | cell delay [ps] |
|---|---|---|
| compound gates | 2 | 320 |
| fa+ha+maj | 1 | 570 |
| xor+xnor | 6 | 1770 |
| buf+inv | 3 | 1250 |
| simple gates | 4 | 1780 |
## cell type report
class / instances / area [µm²]
well taps: 102 / 127.6
flip-flops and latches: 16 / 320.3
fillers: 703 / 3426
multi-input cells: 420 / 3402
clock buffers: 4 / 55.05
repair buffers: 33 / 307.8
inverters: 13 / 48.80
## power breakdown
group,leakage (nW),internal (mW),switching (mW)
Sequential,0.135,0.122,0.00681
Clock,0.0288,0.0308,0.0175
Combinational,1.43,0.815,0.757
Total,1.60,0.968,0.782
## through the flow
stage / hold slack, ps / power, mW / setup WS [ps] / utilization / instances
floorplan: 2518 / 1.445 / 4716 / - / 486
global placement: 2917 / 1.696 / 3273 / 0.5472 / 584
detailed placement: 2918 / 1.705 / 3259 / 0.5472 / 584
finish: 3175 / 1.750 / 3465 / 0.5544 / 588
CTS: 3159 / 1.758 / 3519 / 0.5544 / 588
global route: 3203 / 1.920 / 3101 / 0.5544 / 588
## kinds of logic after synthesis
group	after synthesis	share of synthesized area
fa+ha+maj	3	0.008835
flops	16	0.08078
simple gates	142	0.1764
compound gates	145	0.2619
mux	14	0.03597
buf+inv	50	0.06122
xor+xnor	116	0.3749
## cell usage after synthesis (8+ instances only)
cell       n  area [µm²]
a21oi_1   34       170.2
inv_1     12       45.04
xor2_1    16       140.1
nand2_1   34       127.6
nor2_1    42       157.7
nor3_1    13       65.06
xnor2_1   60       525.5
mux2i_1   12       120.1
a211oi_1   8       60.06
dfxtp_1   16       320.3
xnor3_1   10       225.2
o22ai_1   14       87.58
nand3_1   20       100.1
buf_2     14       70.07
clkbuf_1  14       52.55
xnor2_2   13       211.5
o21ai_0   19       95.09
## placed cells by master, fill, tap and decap left out, types with 4 or more instances in the layout
master           count
o2111ai_1            4
nor2_1              42
a211oi_1             8
dfxtp_1             16
o211ai_1             5
a31oi_1              7
buf_4                9
nand4_1              7
a32oi_1              7
a22oi_1              6
nor3_1              13
a21oi_1             34
xnor2_2             13
o221ai_1             5
xnor3_1             10
xnor2_1             60
nor4_1               4
xor2_1              16
xor2_2               5
o22ai_1             14
nand3_1             20
o32ai_1              4
nand2_1             34
inv_1               12
mux2i_1             12
o21ai_0             19
clkbuf_8             4
clkdlybuf4s50_1     24
Power figures rest on the tool's default switching activity, not on a simulated workload.
